$ cat /design/flow/run.sh
#!/bin/bash
# OpenROAD 26Q1-2900-gdf79404cd8, Yosys 0.63+post, stock flow scripts
make -C /OpenROAD-flow-scripts/flow DESIGN_CONFIG=/design/flow/config.mk WORK_HOME=/design/flow/orfs finish
$ cat /design/flow/config.mk
export PLATFORM = sky130hd
export DESIGN_NAME = regfile
export DESIGN_NICKNAME = regfile
export VERILOG_FILES = /design/flow/design.v
export SDC_FILE = /design/flow/constraint.sdc
export NUM_CORES = 4
export LEC_CHECK = 1
export CORE_UTILIZATION = 40
export SYNTH_HDL_FRONTEND = slang
$ cat /design/flow/constraint.sdc
current_design regfile

set clk_period 6.4
set clk_io_pct 0.2

create_clock -name clk0 -period $clk_period [get_ports {Clock}]

set non_clock_inputs [all_inputs -no_clocks]
set_input_delay [expr $clk_period * $clk_io_pct] -clock clk0 $non_clock_inputs
set_output_delay [expr $clk_period * $clk_io_pct] -clock clk0 [all_outputs]
$ cat /design/flow/design.v
module regfile (
    input [4:0] ReadAddr1,
    input [4:0] ReadAddr2,
    input [4:0] WriteAddr,
    input [31:0] WriteData,
    input Clock,
    input RegWrite,
    input Reset,
    output [31:0] ReadData1,
    output [31:0] ReadData2
);
    reg [31:0] registers [31:0];
    assign ReadData1 = registers[ReadAddr1];
    assign ReadData2 = registers[ReadAddr2];
    always @(posedge Clock or posedge Reset) begin
        if (Reset) begin
            integer i;
            for (i = 0; i < 32; i = i + 1) begin
                registers[i] <= 32'h00000000;
            end
        end else if (RegWrite && WriteAddr != 5'b00000) begin
            registers[WriteAddr] <= WriteData;
        end
    end
endmodule
==> GITHUB_STEP_SUMMARY <==
## PnR job results

| Metric | Value |
|---|---|
| Vias in the first global route | `39000` |
| Unrepaired setup endpoints after global routing | `false` |
| Post-synth top area share | `46.24%` |
| Final design utilization | `45.72%` |
| Largest stage delay on the critical path | `around 660 ps` |
| RePlAce Congestion | `0.8575` |
| Row count | `about 140` |
| Syn avg cell area | `12.01 um2` |
| Crit end category | `output pin` |
| Post-CTS sizing | `0` |
| Slowest CP cell | `clkdlybuf4s50_1` |
| Yosys Warn Count | `0` |
| Critical path class | `primary input to output pin` |
| Seq cells post-synth | `~1000` |
| Post-synth top area cell | `dfrtp_1` |
| Die Span Y | `approximately 370 um` |
| Total of max-cap violations | `0` |
| Mapped cell area | `55410 um2` |
| WL per Instance | `27.35 um` |
| Final setup vio count | `0` |
| Ant diodes | `0` |
| Total Power | `0.01895 W` |
| Vias per cell | `approximately 6` |
| Commonest cells in the netlist | `dfrtp_1, mux2i_1, mux2_2` |
| IO Pins | `114` |
| Leakage power | `29.39 nW` |
| Period utilization | `85.47%` |
| First-pass detailed-route iteration total | `5` |
| Reg clk slew, reported paths | `60 ps` |
| Fmax | `0.1828 GHz` |
| Clock buffer depth | `3` |
| Pwr/cell area | `approximately 300 nW/um2` |
| Clock Latency Late Sink | `between 700 and 800 ps` |
| Ys flop type | `dfrtp_1` |
| Slew @ Worst Pin | `899.9 ps` |
| Crit-path cells | `clkdlybuf4s50_1 -> nor2b_4 -> buf_12 -> a22o_1 -> nor3_1 -> a31oi_1 -> nand3_1 -> clkdlybuf4s50_1` |
| Max FFs per register | `1024` |
| Yosys cell types | `28` |
| Fin Setup TNS | `0 ps` |
| Cts hold-fix bufs | `0` |
| Port bufs | `113` |
| DRC Markers | `0` |
| Synth top area cells | `dfrtp_1, mux2_2, mux2i_1, a22oi_1, a22o_1` |
| Min cycle time layout | `5470 ps` |
| Clock root buffer | `clkbuf_16` |
| Clock Sinks | `1024` |
| Critical Path AT | `about 4200 ps` |
| Design area | `62860 um2` |
| Status | `completed` |
| Async SR Flop Fraction | `roughly 100%` |
| Rel. slew slack | `39.79%` |
| Initial antenna violation count | `0` |
| Sequential area share after synthesis | `46.24%` |
| Area grow syn2layout | `13.45%` |
| Share of layout cells above drive strength 1 | `29.31%` |
| CP startpoint kind | `primary input` |
| HPWL Detailed | `102.7 mm` |
| Largest Register | `registers` |
| Crit Path Max Fanout | `37` |
| Global router's overall resource usage | `between 20% and 30%` |
| Global-route wire length before repair | `263.8 mm` |
| H-tree Lvls | `3` |
| Post-synthesis cell count | `about 4600` |
| Crit path DRT | `5120 ps` |
| CTS tree | `yes` |
| Die area | `140000 um2` |
| VDD IR max | `211.5 uV` |
| Tool warnings | `35` |
| Initial DRC count | `2478` |
| Min-delay worst type | `flip-flop to flip-flop` |
| Cts bufs inserted | `around 110` |
| Top flop regs | `registers x1024` |
| Final wirelength | `176.2 mm` |
| Placed Area | `59000 um2` |
| # Cells Yosys | `4613` |
| Most used cell, CP | `clkdlybuf4s50_1` |
| Yosys chip area | `55410 um2` |
| Grt total ovfl | `0` |
| CORE AREA | `around 140000 um2` |
| FP Util | `40.30%` |
| EDFF count, synth | `0` |
| Final ANT Viol Nets | `0` |
| Final slew viol count | `0` |
| Setup bufs post-CTS | `0` |
| Die X | `374.2 um` |
| Setup Skew | `0 ps` |
| Via count | `38540` |
| Pin count of the biggest net entering global routing | `120` |
| Fin. Hold Viols | `0` |
| Fillers | `12190` |
-- cells in the final DEF, fill, tap and decap left out, types with 4 or more instances in the layout --
cell / Yosys / layout
a21oi_1: 192 / 192
a22o_1: 128 / 128
a22oi_1: 192 / 192
a31oi_1: 64 / 64
buf_12: 0 / 53
buf_4: 13 / 135
bufinv_16: 0 / 7
clkbuf_1: 246 / 26
clkbuf_16: 0 / 114
clkbuf_8: 0 / 34
clkdlybuf4s50_1: 0 / 111
clkinv_2: 0 / 23
dfrtp_1: 1024 / 1024
inv_16: 0 / 4
mux2_1: 52 / 52
mux2_2: 940 / 940
mux2i_1: 1024 / 1024
nand2_1: 214 / 198
nand2_2: 0 / 16
nand2b_2: 0 / 4
nand3_1: 195 / 195
nor2_4: 0 / 9
nor2b_1: 12 / 6
nor2b_4: 0 / 6
nor3_1: 67 / 66
-- power by group --
part | total, W | internal [W] | switching (W) | leakage [nW]
logic | 0.00363 | 0.00195 | 0.00167 | 14.3
registers | 0.00856 | 0.00769 | 0.000870 | 13.1
clock network | 0.00676 | 0.00396 | 0.00280 | 1.92
total | 0.0190 | 0.0136 | 0.00534 | 29.4
-- worst max-delay path, delay by kind of cell --
| kind | cells | cell delay (ps) |
|---|---|---|
| and+or+nand+nor | 3 | 900 |
| AOI/OAI and AO/OA | 2 | 510 |
| buffers and inverters | 3 | 1460 |
-- path summary, 6_finish.rpt --
| check | slack [ps] | from | cells after the start | to |
|---|---|---|---|---|
| worst max-delay path | 930 | ReadAddr2[0] | 8 | ReadData2[3] |
| worst min-delay path | 400 | registers[1]$_DFFE_PP0P_ | 0 | registers[1]$_DFFE_PP0P_ |
| worst max register to register | 5600 | registers[927]$_DFFE_PP0P_ | 1 | registers[927]$_DFFE_PP0P_ |
| worst min register to register | 400 | registers[1]$_DFFE_PP0P_ | 0 | registers[1]$_DFFE_PP0P_ |
| max in group asynchronous | 3800 | Reset | 4 | registers[843]$_DFFE_PP0P_ |
| min in group asynchronous | 980 | Reset | 2 | registers[157]$_DFFE_PP0P_ |
-- routing by layer --
metal  global-route usage, %  part of all wire (%)
met1                   37.92                    43
met2                   40.19                    47
met3                   6.364                   7.1
met4                   7.509                   3.5
met5                       0                     0
-- stage by stage --
stage	hold slack, ps	std cells	worst slack, ps
detailed placement	387.6	6229	952.8
finish	398.0	6441	930.2
global route	407.8	6441	838.5
global placement	384.2	6229	967.3
CTS	400.5	6441	953.1
floorplan	448.8	4613	-8994
-- cell families (layout without fill, tap and decap cells) --
kind of cell | count (synthesis) | after routing | synth area share [%]
compound gates | 576 | 576 | 7.081
buf+inv | 480 | 514 | 3.751
flops | 1024 | 1024 | 46.24
mux | 2016 | 2016 | 38.66
simple gates | 517 | 517 | 4.265
-- layout make-up --
type                       instances  area, um2  area share [%]
multi-input combinational       3109      27900           44.39
sequential                      1024      25620           40.76
clock buffer                     174       3418           5.438
timing repair buffer             301       3216           5.115
tap                             1794       2245           3.571
clock inverter                    38      446.7          0.7106
inverter                           1      7.507         0.01194
Power figures rest on the tool's default switching activity, not on a simulated workload.
