File: flow/design.v
module dmem (
    input [31:0] Address,
    input [31:0] WriteData,
    input MemWrite,
    input MemRead,
    output reg [31:0] ReadData
);
    reg [31:0] memory [0:31];
    always @(Address) begin
        if (MemRead) begin
            ReadData = memory[Address];
        end else begin
            ReadData = 32'bz;   
        end
    end
    always @(Address or WriteData or MemWrite) begin
        if (MemWrite) begin
            memory[Address] = WriteData;
        end
    end
endmodule
File: flow/run.sh
#!/bin/bash
# OpenROAD 26Q1-2900-gdf79404cd8, Yosys 0.63+post, stock flow scripts
make -C /OpenROAD-flow-scripts/flow DESIGN_CONFIG=/design/flow/config.mk WORK_HOME=/design/flow/orfs finish
File: flow/config.mk
export PLATFORM = sky130hd
export DESIGN_NAME = dmem
export DESIGN_NICKNAME = dmem
export VERILOG_FILES = /design/flow/design.v
export SDC_FILE = /design/flow/constraint.sdc
export NUM_CORES = 4
export LEC_CHECK = 1
export CORE_UTILIZATION = 50
export SYNTH_HDL_FRONTEND = slang
File: flow/constraint.sdc
current_design dmem

set clk_period 4.6
set clk_io_pct 0.2

create_clock -name clk0 -period $clk_period

set non_clock_inputs [all_inputs -no_clocks]
set_input_delay [expr $clk_period * $clk_io_pct] -clock clk0 $non_clock_inputs
set_output_delay [expr $clk_period * $clk_io_pct] -clock clk0 [all_outputs]
==> results.cfg <==
; generated from flow reports
[placed_design]
placed_area_um2 = 26300
dp_hpwl_um = 39800
port_buffers = 97
place.gp.congestion = 0.835

[sta]
fin_crit_ns = 4.40
maxSlewHeadroom_pct = 37.8
fmax_mhz = 227
setup_viol = 0
finalClockPeriodUsage_pct = 95.7
unclocked_regs = 1024
tns_ns = 0
drv_slew = 0
rsz0062_at_grt = false
tightest_slew_ns = 0.930
hold_viol = 0
untimed_endpoints = 1024

[logic_synthesis]
ys_ff = 1024
ys_cells = 2090
synth-warning-count = 0
ys_types = 27
ys_area_um2 = 23700
ff_type = dlxtp_1
synth.avg_cell_area_um2 = 11.3
topCellsByArea = dlxtp_1 (65%), mux2i_1 (22%), o22ai_1 (6.8%), nor4_1 (1.8%), buf_2 (1.2%)
yosysMostFrequentCell = dlxtp_1
yosys-top-cells-count = dlxtp_1 (1024), mux2i_1 (512), o22ai_1 (256)
synth-edff-count = 0
synthArstFlopShare_pct = 0
synthCells = 2090
top_area_share_pct = 65.0
syn_area_um2 = 23700
top_area_cell = dlxtp_1

[cells_and_area]
finalInstanceArea_um2 = 26300
area_delta_synth_final_pct = 11.0
largest_reg_flops = 1024
final_layout_size_suffix_gt1_share_pct = 7.27

[floorplan]
fp.dieW_um = 220
dieHeight_um = 220
die-area_um2 = 48200
coreArea_um2 = 46700
rows = 79
io_pins = 98
initial_core_util_pct = 50.7

[routing]
drt_iter0_markers = 769
avgViaCountPerCell = 5.67
vias = 15800
ant_nets = 0
route.detailed.drc = 0
drt_first_pass_iters = 20
met3_length_um = 4190
drt-total-wl_um = 65800
dr_wl_met2_um = 31900
wl_met1_um = 28600
top_layer = met5
wire_per_inst_um = 23.6

[worst_hold_path]
min_path_type = in2out

[worst_setup_path]
max_stage_delay_ns = 0.61
critPathKind = in2out
path_buffers = 4
crit_chain = clkdlybuf4s50_1 -> buf_4 -> or4b_1 -> buf_12 -> o22ai_1 -> nor4_1 -> nand2_1 -> clkdlybuf4s50_1
cp_data_required_time_ns = 3.68
crit_top_cell = clkdlybuf4s50_1
crit_path_top_delay_cell = clkdlybuf4s50_1
critPathTopFamily = buffers and inverters
worst-path-max-fanout = 32
critPathLaunchType = input pin
cp.arrival_ns = 3.48
endpoint_kind = output pin

[power_and_ir_drop]
cellPowerDensity_nw_per_um2 = 35.1
power.leakage_nw = 12.9
ir_drop_v = 0.0000369

[grt]
grt_util_all_layers_pct = 29.1
antenna_found_initial = 5
grt_pass1_vias = 14800
grt_max_degree = 51
grt_pass1_wl_um = 96400
grt_overflow = 0

[outcome]
status = completed

[job]
warning_count = 33
cap_violations = 0
==> cells in the final DEF, fill, tap and decap left out, drive strengths merged, types with 3 or more instances in the layout <==
cell type      count
mux2i            512
nor2              29
buf              115
or4b               4
or4                5
dlxtp           1024
nand4bb            6
nand4b             4
o22ai            256
or3                3
nor3               4
nor4              69
diode              3
clkdlybuf4s50     96
nand2             36
==> metal layers <==
| layer | vias up | GRT usage (%) |
|---|---|---|
| met1 | 7706 | 42.5 |
| met2 | 428 | 47.4 |
| met4 | 4 | 4.41 |
| met5 | - | 0 |
| li1 | 7576 | - |
| met3 | 58 | 6.68 |
==> final timing paths <==
| kind | start | end | depth (start not counted) |
|---|---|---|---|
| worst max-delay path | Address[3] | ReadData[4] | 8 |
| worst min-delay path | Address[1] | ReadData[30] | 7 |
==> logic make-up after synthesis <==
kind of cell | share of synthesized area [%]
compound gates | 6.76
buf+inv | 2.52
latches | 65.0
mux | 21.6
simple gates | 4.13
==> metrics by stage <==
step / cells / worst slack [ns] / power (mW) / hold slack (ns) / utilization (%)
6_report: 2783 / 0.199 / 0.924 / 3.07 / 56.3
5_1_grt: 2781 / 0.115 / 0.985 / 3.12 / 56.3
3_3_place_gp: 2780 / 0.195 / 0.914 / 3.10 / 56.3
3_5_place_dp: 2780 / 0.198 / 0.925 / 3.08 / 56.3
4_1_cts: 2780 / 0.185 / 0.928 / 3.08 / 56.3
2_1_floorplan: 2090 / 1.40 / 0.500 / 2.25 / -
==> power breakdown <==
part           leakage, nW  switching (mW)  internal [mW]
Combinational         4.82           0.435          0.369
Sequential            8.13               0          0.120
Clock            0.0000190               0   0.0000000878
Total                 12.9           0.435          0.489
==> cell type report <==
type                    count  area (µm²)
well taps                 607         759
fillers                  3886       20400
flip-flops and latches   1024       15400
repair buffers            211        2180
diodes                      3        7.51
multi-input cells         938        7960
==> timing repair <==
item / CTS / global route
buffers inserted: 0 / 0
gates resized: 0 / 1
endpoints found under the setup margin: 0 / 1
hold buffers: 0 / 0
No activity file was given, so power comes from the tool's default toggle rates.
