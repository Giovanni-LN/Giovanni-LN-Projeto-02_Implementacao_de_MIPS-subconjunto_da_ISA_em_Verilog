==> design.v <==
module ula (
    input [31:0] In1,    
    input [31:0] In2,    
    input [4:0] OP,    
    output reg [31:0] Result,    
    output reg Zero_flag,    
    inout [31:0] D_mem    
);
    reg [31:0] mem_value;  
    always @(*) begin
        case (OP)
            5'b00000: begin    
                Result = In1 & In2;
            end
            5'b00001: begin    
                Result = In1 | In2;
            end
            5'b00010: begin    
                Result = In1 + In2;
            end
            5'b00011: begin    
                Result = In1 ^ In2;
            end
            5'b00100: begin    
                Result = ~(In1 | In2);
            end
            5'b00101: begin    
                Result = (In1 < In2) ? 32'h1 : 32'h0;
            end
            5'b00110: begin    
                Result = In1 - In2;
            end
            5'b00111: begin    
                Result = ($unsigned(In1) < $unsigned(In2)) ? 32'h1 : 32'h0;
            end
            5'b01000: begin    
                Result = In1 << In2[4:0];
            end
            5'b01001: begin    
                Result = In1 >> In2[4:0];
            end
            5'b01010: begin    
                Result = $signed(In1) >>> In2[4:0];
            end
            5'b01011: begin    
                Result = In1 << (In2 & 5'h1F);
            end
            5'b01100: begin    
                Result = In1 >> (In2 & 5'h1F);
            end
            5'b01101: begin    
                Result = $signed(In1) >>> (In2 & 5'h1F);
            end
            5'b01110: begin    
                Result = In1;
            end
            5'b01111: begin    
                Result = 32'h0;
            end
            5'b10000: begin    
                Result = In1 + {16'b0, In2};
            end
            5'b10001: begin    
                Result = In1 & {16'b0, In2};
            end
            5'b10010: begin    
                Result = In1 | {16'b0, In2};
            end
            5'b10011: begin    
                Result = In1 ^ {16'b0, In2};
            end
            5'b10100: begin    
                Result = In1 == In2 ? 32'h1 : 32'h0;
            end
            5'b10101: begin    
                Result = In1 != In2 ? 32'h1 : 32'h0;
            end
            5'b10111: begin    
                Result = (In1 < {16'b0, In2}) ? 32'h1 : 32'h0;
            end
            5'b11000: begin    
                Result = ($unsigned(In1) < {16'b0, In2}) ? 32'h1 : 32'h0;
            end
            5'b11001: begin    
                Result = {In2, 16'b0};
            end
            5'b11010: begin    
                mem_value = D_mem[In1 + {16'b0, In2}];
                Result = In1;
            end
            5'b11011: begin    
                mem_value = In2;
                Result = In1;
            end
            5'b100000: begin    
                Result = {In1[31:28], In2, 2'b00};
            end
            5'b100001: begin    
                Result = In1 + 8;
                mem_value = Result;
            end
            default: begin    
                Result = 32'h0;
            end
        endcase
    end
    assign D_mem = mem_value;
    always @(*) begin
        Zero_flag = (Result == 32'h0) ? 1'b1 : 1'b0;
    end
endmodule
==> run.sh <==
#!/bin/bash
# OpenROAD 26Q1-2900-gdf79404cd8, Yosys 0.63+post, stock flow scripts
make -C /OpenROAD-flow-scripts/flow DESIGN_CONFIG=/design/flow/config.mk WORK_HOME=/design/flow/orfs finish
==> config.mk <==
export PLATFORM = sky130hd
export DESIGN_NAME = ula
export DESIGN_NICKNAME = ula
export VERILOG_FILES = /design/flow/design.v
export SDC_FILE = /design/flow/constraint.sdc
export NUM_CORES = 4
export LEC_CHECK = 1
export CORE_UTILIZATION = 50
export SYNTH_HDL_FRONTEND = slang
==> constraint.sdc <==
current_design ula

set clk_period 23.1
set clk_io_pct 0.2

create_clock -name clk0 -period $clk_period

set non_clock_inputs [all_inputs -no_clocks]
set_input_delay [expr $clk_period * $clk_io_pct] -clock clk0 $non_clock_inputs
set_output_delay [expr $clk_period * $clk_io_pct] -clock clk0 [all_outputs]
==> out/qor.yml <==
placement:
  gp_congestion: 1.104
  portBuffers: 102
  postPlaceCellArea_sq_um: 13250
  hpwl_um: 47620
  pre_cts_slack_ns: 8.598
yosys:
  yosys_area_sq_um: 12190
  synth-edff-count: 0
  async_flop_share: 0
  synth_area_per_cell_sq_um: 7.196
  ys_cells: 1694
  flop_cell: "dlxtp_1"
  ys_warn_count: 1
  yosysUniqueCellTypes: 85
  syn-instance-count: 1694
  synth_flops: 32
  synth_area_sq_um: 12190
sta:
  untimed_endpoints: 64
  unclocked_pins: 32
die:
  num_rows: 56
  die.size.y_um: 158.1
  ioPinCount: 134
  fp.dieW_um: 158.1
  initCoreUtil: 0.5147
cts:
  post_cts_buffers: 0
  cts_resized: 0
  ctsHoldBuffers: 0
outcome:
  error: "[error] [KeplerFormal.cpp:679] Workflow failed: Iso has multiple drivers: .D_mem4, D_mem[4]$_DLATCH_P_.Q0"
  lastStage: "4_1_cts"
  status: "aborted with a tool error"
==> cells in the mapped netlist (13+ instances only) <==
master,number,share of area
nand2_1,130,0.040
a21oi_1,128,0.053
nor2_1,118,0.036
clkbuf_1,117,0.036
inv_1,102,0.031
ha_1,98,0.10
o21ai_0,90,0.037
nor3_1,80,0.033
mux4_2,64,0.12
mux2i_1,62,0.051
nand3_1,44,0.018
o211ai_1,35,0.022
dlxtp_1,32,0.039
mux2_2,31,0.029
buf_2,27,0.011
a22oi_1,23,0.014
a31oi_1,22,0.011
a211oi_1,20,0.012
nor4_1,20,0.010
nor2b_1,19,0.0098
o22ai_1,19,0.0098
o31ai_1,18,0.011
buf_1,17,0.0052
or3_1,17,0.0087
a21o_1,16,0.0099
o2111ai_1,16,0.011
a221oi_1,15,0.011
and2_1,15,0.0077
and3_1,15,0.0077
nand2b_1,15,0.0077
nand4_1,15,0.0077
xnor2_1,14,0.010
a2111oi_0,13,0.0093
a222oi_1,13,0.011
o21a_1,13,0.0080
==> logic make-up after synthesis <==
logic type,after synthesis,share of synthesized area
AND-OR/OR-AND,561,0.3182
XOR/XNOR,17,0.01222
adder cells (fa/ha/maj),100,0.1039
buffers and inverters,275,0.09331
latches,32,0.03942
multiplexers,164,0.2080
AND/OR/NAND/NOR,545,0.2250
==> stage by stage <==
stage,std cells,util
after detailed placement,1994,0.5593
after global placement,1994,0.5593
after floorplan,1694,-
